==> design/flow/config.mk <==
export PLATFORM = sky130hd
export DESIGN_NAME = ALU32Bit
export DESIGN_NICKNAME = ALU32Bit
export VERILOG_FILES = /design/flow/design.v
export SDC_FILE = /design/flow/constraint.sdc
export NUM_CORES = 4
export LEC_CHECK = 1
export CORE_UTILIZATION = 50
==> design/flow/constraint.sdc <==
current_design ALU32Bit

set clk_period 16.1
set clk_io_pct 0.2

create_clock -name clk0 -period $clk_period

set non_clock_inputs [all_inputs -no_clocks]
set_input_delay [expr $clk_period * $clk_io_pct] -clock clk0 $non_clock_inputs
set_output_delay [expr $clk_period * $clk_io_pct] -clock clk0 [all_outputs]
==> design/flow/design.v <==
`timescale 1ns / 1ps
module ALU32Bit(ALUControl, A, B, ALUResult);
	input [4:0] ALUControl;  
	input [31:0] A, B;	     
	output reg [31:0] ALUResult;	 
    always @(ALUControl, A, B) begin
    	case(ALUControl)
	    	5'b00000: begin  
	  			ALUResult <= A + B;
	    	    end
	    	5'b00001: begin  
	    		ALUResult <= A - B;
	    		end
	    	5'b00010: begin  
	    		ALUResult <= A * B;
	    		end	
	    	5'b00011: begin  
	    		ALUResult <= A | B;
	    		end
	    	5'b00100: begin  
	    		ALUResult <= ~(A | B);
	    		end	
	    	5'b00101: begin  
	    		ALUResult <= ($signed(A) < $signed(B)) ? 32'b01 : 32'b00;  
	    		end
	    	5'b00110: begin  
	    		ALUResult <= B << A;
	    		end
	    	5'b00111: begin  
	    		ALUResult <= B >> A;
	    		end
	    	5'b01000: begin  
	    		ALUResult <= A & B;
	    		end
	    	5'b01001: begin  
	    		ALUResult <= A ^ B;
	    		end	
            default: begin 
              ALUResult <= 0;
             end    
    	endcase  	
  	end
endmodule
==> design/flow/run.sh <==
#!/bin/bash
# OpenROAD 26Q1-2900-gdf79404cd8, Yosys 0.63+post, stock flow scripts
make -C /OpenROAD-flow-scripts/flow DESIGN_CONFIG=/design/flow/config.mk WORK_HOME=/design/flow/orfs finish
==> results_slide.txt <==
Synthesis and Place & Route Summary

Cells and area
  – Fillers: 4,285
  – Most numerous logic cells after layout: nor2_1 (471), inv_1 (465), fa_1 (410), nand2_1 (322), ha_1 (219)
  – Final core utilization: 0.545
  – Flop area: 0 um2
  – Final cell count without fillers: 3,659
  – Comb gate area: 20,900 um2
  – Area grow syn2layout: 7.73%
  – CLK BUF: 0
  – Final Cell Area: 25,300 um2
  – Top cell excl fill/tap: nor2_1
  – Flops: 0
  – Fraction of layout cells with a size suffix above 1: 0.0604

Final timing
  – Tmin final: 15.58 ns
  – Setup Total Neg Slack: 0 ns
  – Hold Slack: 7.62 ns
  – Final Hold Fails: 0
  – RSZ-0062 raised after global routing: false
  – Worst Tran Pin Value: 1.15 ns
  – Max Clk Rate: 64.2 MHz
  – Final WS setup: 0.519 ns
  – Period utilization: 0.968
  – Final tally of setup violations: 0
  – Count of final max-slew check failures: 0
  – Relative max-transition margin: 0.231

Global route
  – First-pass GRT wire length: 159 mm
  – Met3 usage: 0.227
  – GRT Util Overall: 0.494
  – GR Overflow Total: 0
  – Initial antenna violation count: 9
  – Vias in the first global route: 23,600
  – Met1 Use GR: 0.659
  – Grt peak-use layer: met2
  – GR Layer Usage met2: 0.670
  – Largest net degree at the start of global routing: 47

Detailed routing
  – Wire per inst: 30.2 um
  – First drt pass iteration count: 6
  – Post-DRT Antenna Nets: 0
  – Routed wire length: 110 mm
  – DR vias/cell: 6.32
  – Drt drc: 0
  – DR vias: 23,100
  – DRT iter0 DRCs: 2,422

Placement
  – Final GP Congestion: 1.08
  – DP Worst Slack: 0.737 ns
  – DP Wirelength: 86.5 mm
  – Placed insts: 3,653
  – Placed cell areas: 25,300 um2
  – Port Buffers: 101

Logic synthesis
  – And+or+nand+nor area frac: 0.171
  – Xor/xnor share: 0.0399
  – Yosys aoi share: 0.156
  – Synth Area per Inst: 7.75 um2
  – YS chip area: 23,500 um2
  – Mapped Cells: 3,033
  – Yosys Instances: 3,033
  – Largest logic family: adder cells
  – Sequential-to-total area share from yosys stat: 0
  – Yosys warns: 1
  – Multiplexer share: 0.0571
  – Distinct lib cells: 89
  – Adder Area Share: 0.466
  – Synth Cell Area: 23,500 um2

Pwr
  – Switching share of power: 0.620
  – Total Power: 10.3 mW
  – Pint: 3.91 mW
  – Lkg Pwr: 12.0 nW
  – Psw: 6.36 mW
  – P per Cell Area: 405 nW/um2
  – Worst VDD drop: 0.976 mV

Setup path
  – CP bufs+invs: 6
  – CP Data Required Time: 12.88 ns
  – Worst-path cell with the longest stage delay: clkdlybuf4s50_1
  – Worst setup EP type: output port
  – Crit path top cell by count: fa_1
  – Worst setup SP type: primary input
  – Crit path DAT: 12.36 ns
  – Kind of critical path: in -> out
  – Delay-heaviest family, CP: adder cells
  – Slowest stage delay, CP: 1.03 ns
  – Crit-path max FO: 11

Floorplanning
  – Chip footprint: 47,900 um2
  – Die width: 219 um
  – Ports: 101
  – Core Box Area: 46,500 um2
  – Overall die height: 219 um
  – Fp util: 0.506
  – Row cnt: 79

Run
  – Max Cap Viol: 0
  – Tally of OpenROAD warnings: 96

Clock network
  – Hold Buf Count CTS: 0
  – Post-CTS resize count: 0
  – Post-CTS setup buffer count: 0

Min path
  – Min-Delay Path Class: in -> out

Outcome
  – Outcome: finished, final reports clean
[area by class of cell]
| class | count | area share |
|---|---|---|
| multi-input cells | 2350 | 0.826 |
| repair buffers | 213 | 0.0719 |
| inverters | 483 | 0.0716 |
| well taps | 607 | 0.0300 |
| diodes | 6 | 0.000593 |
[layer usage]
layer | wire length [um] | share of wire
met1 | 40600 | 0.37
met2 | 45600 | 0.41
met3 | 15800 | 0.14
met5 | 195 | 0.0018
met4 | 8070 | 0.073
[synth_stat cells (10+ instances only)]
| cell | instances | share of area |
|---|---|---|
| o211ai_1 | 20 | 0.0064 |
| a211oi_1 | 46 | 0.015 |
| o21ai_0 | 106 | 0.023 |
| a21o_1 | 25 | 0.0080 |
| nor2_1 | 472 | 0.075 |
| buf_2 | 15 | 0.0032 |
| o21a_1 | 11 | 0.0035 |
| o21bai_1 | 12 | 0.0038 |
| xor2_1 | 21 | 0.0078 |
| a221oi_1 | 25 | 0.0093 |
| inv_1 | 468 | 0.075 |
| ha_1 | 219 | 0.12 |
| a221o_1 | 10 | 0.0043 |
| a21oi_1 | 134 | 0.029 |
| buf_1 | 37 | 0.0059 |
| mux2_2 | 15 | 0.0072 |
| nor4_1 | 12 | 0.0032 |
| fa_1 | 410 | 0.35 |
| nand2_1 | 322 | 0.051 |
| o22ai_1 | 31 | 0.0082 |
| clkinv_1 | 11 | 0.0018 |
| o31ai_1 | 12 | 0.0038 |
| nor2b_1 | 13 | 0.0035 |
| xnor2_1 | 86 | 0.032 |
| mux2i_1 | 70 | 0.030 |
| nor3_1 | 29 | 0.0062 |
| o221ai_1 | 19 | 0.0071 |
| and3_1 | 12 | 0.0032 |
| nand2b_1 | 18 | 0.0048 |
| nand3_1 | 36 | 0.0077 |
| mux4_2 | 21 | 0.020 |
| clkbuf_1 | 143 | 0.023 |
| or3_1 | 10 | 0.0027 |
| a31oi_1 | 13 | 0.0035 |
| and2_1 | 12 | 0.0032 |
[path summary, 6_finish.rpt]
path	start	endpoint	slack, ns	cells after the start
max	A[17]	ALUResult[29]	0.52	26
min	ALUControl[0]	ALUResult[30]	7.62	6
[cells by family (layout without fill, tap and decap cells)]
| kind of cell | after synthesis | after routing |
|---|---|---|
| AND/OR/NAND/NOR | 968 | 968 |
| adder cells (fa/ha/maj) | 629 | 629 |
| buffers and inverters | 683 | 696 |
| XOR/XNOR | 107 | 107 |
| AND-OR/OR-AND | 540 | 540 |
| other | 0 | 6 |
| multiplexers | 106 | 106 |
[power by group through the flow]
stage | sequential [mW] | combinational (mW) | clock [mW]
4_1_cts | 0 | 10.0 | 0
5_1_grt | 0 | 10.9 | 0.00000000834
Power figures rest on the tool's default switching activity, not on a simulated workload.
