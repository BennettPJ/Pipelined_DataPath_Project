## /design/flow/run.sh

```bash
#!/bin/bash
# OpenROAD 26Q1-2900-gdf79404cd8, Yosys 0.63+post, stock flow scripts
make -C /OpenROAD-flow-scripts/flow DESIGN_CONFIG=/design/flow/config.mk WORK_HOME=/design/flow/orfs finish
```

## /design/flow/config.mk

```make
export PLATFORM = sky130hd
export DESIGN_NAME = Pipeline_ID_EX
export DESIGN_NICKNAME = Pipeline_ID_EX
export VERILOG_FILES = /design/flow/design.v
export SDC_FILE = /design/flow/constraint.sdc
export NUM_CORES = 4
export LEC_CHECK = 1
export CORE_AREA = 10 10 213 213
export DIE_AREA = 0 0 223 223
```

## /design/flow/constraint.sdc

```tcl
current_design Pipeline_ID_EX

set clk_period 1.0
set clk_io_pct 0.2

create_clock -name clk0 -period $clk_period [get_ports {Clk}]

set non_clock_inputs [all_inputs -no_clocks]
set_input_delay [expr $clk_period * $clk_io_pct] -clock clk0 $non_clock_inputs
set_output_delay [expr $clk_period * $clk_io_pct] -clock clk0 [all_outputs]
```

## /design/flow/design.v

```verilog
`timescale 1ns / 1ps
module Pipeline_ID_EX(Clk, Reset, ALUOpSig, RegWriteSig, ALUSrcSig, MemWriteSig, MemReadSig, MemToRegSig, Rdata1, Rdata2, Inst15_0, 
ALUOpSig_o, RegWriteSig_o, ALUSrcSig_o, MemWriteSig_o, MemReadSig_o, MemToRegSig_o, Rdata1_o, Rdata2_o, Inst15_0_o, PC_carry, PC_carry_out ,
 MemToReg2Mux, MemToReg2Mux_o, RD, RD_o, ex_rs, ex_rs_o, ex_rt, ex_rt_o);
input Clk, Reset;
input [4:0] ALUOpSig;
input [4:0] RD, ex_rs, ex_rt;
input [31:0] Rdata1, Rdata2;
input RegWriteSig, ALUSrcSig, MemToRegSig, MemToReg2Mux;
input [31:0] Inst15_0, PC_carry;
input [1:0] MemWriteSig, MemReadSig;
output reg [4:0] RD_o, ex_rs_o, ex_rt_o;
output reg [4:0] ALUOpSig_o; 
output reg [31:0] Rdata1_o, Rdata2_o;
output reg RegWriteSig_o, ALUSrcSig_o, MemToRegSig_o, MemToReg2Mux_o;
output reg [31:0] Inst15_0_o, PC_carry_out;
output reg [1:0] MemWriteSig_o, MemReadSig_o;
always@(posedge Clk)begin
if (Reset == 1) begin
ALUOpSig_o <= 5'd0;
RegWriteSig_o <= 1'd0;
ALUSrcSig_o <= 1'd0;
MemWriteSig_o <= 2'd0;
MemReadSig_o <= 2'd0;
MemToRegSig_o <= 1'd0;
 Rdata1_o <= 32'd0;
 Rdata2_o <= 32'd0;
 Inst15_0_o <= 32'd0;
 PC_carry_out <= 32'd0;
 RD_o <= 1'd0;
 MemToReg2Mux_o <= 1'd0;
 ex_rs_o <= 5'b0;
 ex_rt_o <= 5'b0;
end
else begin
ALUOpSig_o <= ALUOpSig;
RegWriteSig_o <= RegWriteSig;
ALUSrcSig_o <= ALUSrcSig;
MemWriteSig_o <= MemWriteSig;
MemReadSig_o <= MemReadSig;
MemToRegSig_o <= MemToRegSig;
 Rdata1_o <= Rdata1;
 Rdata2_o <= Rdata2;
 Inst15_0_o <= Inst15_0;
 PC_carry_out <= PC_carry;
 RD_o <= RD;
 MemToReg2Mux_o <= MemToReg2Mux;
 ex_rs_o <= ex_rs;
 ex_rt_o <= ex_rt;
 end
end
endmodule
```

==> results.txt <==
Final Hold Vio Count -> 0
CTS Hold Bufs -> 0
Int Power -> 11.3 mW
Cell area leaders -> dfxtp_1 (75%), nor2b_1 (23%), buf_2 (1.9%)
fp util -> 10.3%
row count -> 74
Yosys chip area -> 4190 um2
Routability Congestion -> 0.772
DPL Wire Length -> 13.7 mm
Mapped Area -> 4190 um2
clock buffer depth -> 2
WP data arrival -> 0.96 ns
area leader, netlist -> dfxtp_1
Top Ports -> 314
Core Util, Final -> 19.9%
Synth warnings -> 1
slew margin rel. -> 84.5%
Crit. End Element -> output port
fmax -> 863 MHz
Max stage delay cell, worst path -> dfxtp_4
Syn Area/Cell -> 12.7 um2
Slew Limit Fails -> 0
Critical Path Stages -> 1
crit path time final -> 1.16 ns
worst-margin pin slew -> 0.232 ns
Synth Instances -> 329
die height -> 223 um
Hold Path Origin -> Reset
Largest type area fraction -> 74.6%
CTS sink cnt -> 156
Final period util -> 116%
Detail Route Antenna Nets -> 0
Unique cell types -> 5
sw power -> 3.11 mW
Max stage delay on crit path -> 0.39 ns
vias in the first global route -> 3639
# DRC -> 0
CP top delay family -> flip-flops
final hold slack -> 0.149 ns
Worst setup SP type -> flop
Seq share, synth -> 74.6%
Die Size -> 49700 um2
TNS Setup -> -10.77 ns
critical path data required time -> 0.80 ns
Log Warnings -> 27
run status -> finished, violations left
H-tree levels -> 4
final worst setup slack -> -0.159 ns
antenna cells -> 0
share of cells above drive strength 1 -> 36.2%
pwr/cell area -> 1780 nW/um2
vias per inst -> 2.78
DR pass1 iterations -> 4
failing checks -> setup timing
Fillers -> 4426
Overall Power -> 14.4 mW
All-Layer GR Usage -> 6.54%
RSZ-0062 raised after global routing -> true
worst hold path cell count -> 3
clk slew on worst S/H paths -> 0.06 ns
crit-path cells -> buf_6
Leakage Power -> 3.46 nW
Clk pwr share -> 44.3%
Die W -> 223 um
Net Sw Frac -> 21.5%
# Max-Cap Violations -> 0
root buffer cell -> clkbuf_16
CP bufs+invs -> 1
maximum VDD drop -> 1.16 mV
drt initial violations -> 68
Setup Slack @ Placement -> -0.299 ns
yosys cell count -> 329
worst setup path category -> reg2out
CTS tree -> yes
initial antenna violation count -> 0
DR WL/cell -> 13.9 um
final setup vio count -> 156
total grt overflow -> 0
TritonCTS Buffers -> 17
CP max FO -> 1
Port Buffers -> 313
largest net degree at the start of global routing -> 38
first-pass GRT wire length -> 24.4 mm
worst setup path end -> MemWriteSig_o[0]
Flop pwr share -> 46.1%
critical path startpoint -> MemWriteSig_o[0]$_SDFF_PP0_
Post-synth regs -> 156
Routed WL -> 16.8 mm
core area -> 40800 um2
Layout area overhead -> 94.0%
Comb power frac -> 9.6%
DR vias -> 3366
Worst Hold Class -> in2reg
-- power groups by stage --
stage | combinational [mW] | sequential, mW | clock [mW]
final | 1.38 | 6.66 | 6.39
after global routing | 1.52 | 6.69 | 6.88
after CTS | 1.43 | 6.66 | 6.70
-- layout make-up --
type,instances,area [um2],area share (%)
clock inverters,9,114,1.40
clock buffers,23,458,5.64
well taps,532,666,8.20
multi-input cells,156,978,12.0
repair buffers,336,2720,33.5
flip-flops and latches,156,3180,39.2
-- per-stage QoR --
step                area (um2)  std cells
detailed placement        8160       1180
finish                    8120       1212
CTS                       8090       1212
global route              8120       1212
floorplan                 4190        329
global placement          8160       1180
-- synth_stat cells (all sizes together) --
| master | number |
|---|---|
| nor2b | 154 |
| clkbuf | 1 |
| buf | 16 |
| dfxtp | 156 |
| and2b | 2 |
-- cell families after synthesis --
logic type | after synthesis | synth area share (%)
buf+inv | 17 | 2.00
simple gates | 156 | 23.4
flops | 156 | 74.6
-- cells in the final DEF (no fill, tap or decap) --
master | Yosys | routed
and2b_1 | 2 | 2
buf_12 | 0 | 7
buf_2 | 16 | 138
buf_4 | 0 | 17
buf_6 | 0 | 18
bufinv_16 | 0 | 2
clkbuf_1 | 1 | 5
clkbuf_16 | 0 | 17
clkbuf_8 | 0 | 1
clkdlybuf4s50_1 | 0 | 156
clkinv_2 | 0 | 1
clkinv_4 | 0 | 2
clkinvlp_4 | 0 | 3
dfxtp_1 | 156 | 117
dfxtp_2 | 0 | 35
dfxtp_4 | 0 | 4
inv_6 | 0 | 1
nor2b_1 | 154 | 154
-- state kept, by name (all words and copies together), names as in the netlist --
| signal | cells |
|---|---|
| ALUSrcSig_o | 1 |
| MemWriteSig_o | 2 |
| ex_rs_o | 5 |
| RD_o | 5 |
| Rdata1_o | 32 |
| MemToReg2Mux_o | 1 |
| ex_rt_o | 5 |
| MemToRegSig_o | 1 |
| MemReadSig_o | 2 |
| RegWriteSig_o | 1 |
| PC_carry_out | 32 |
| Rdata2_o | 32 |
| Inst15_0_o | 32 |
| ALUOpSig_o | 5 |
-- how the worst min path moves through the flow --
stage,end
4_1_cts,Inst15_0_o[31]$_SDFF_PP0_
5_1_grt,Rdata1_o[28]$_SDFF_PP0_
6_report,Rdata1_o[26]$_SDFF_PP0_
-- per-layer routing --
metal	routed length (um)	track usage, %
met5	0	0
met1	6660	7.66
met3	1750	3.02
met4	569	1.74
met2	7820	10.6
-- timing repair --
item	CTS	global route
buffers inserted	0	0
setup endpoints to repair	156	156
gates cloned	0	0
resized	565	16
Power is estimated from default activity; no workload was simulated.
